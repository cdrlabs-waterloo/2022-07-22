--- flow/config.mk ---
export PLATFORM = sky130hd
export DESIGN_NAME = casr
export DESIGN_NICKNAME = casr
export VERILOG_FILES = /design/flow/design.v
export SDC_FILE = /design/flow/constraint.sdc
export NUM_CORES = 4
export LEC_CHECK = 1
export CORE_AREA = 10 10 71 71
export DIE_AREA = 0 0 81 81
--- flow/design.v ---
`default_nettype none
module casr (
    input  wire        clk,
    input  wire        rst_n,
    input  wire [10:0] i_seed,
    input  wire        i_load,
    input  wire        i_ser_in_valid,
    input  wire        i_ser_in,
    output wire        o_ser_out_valid,
    output wire        o_ser_out,
    output wire        o_r0,
    output wire        o_r1,
    output wire        o_r2);
    integer idx;
    reg [10:0] state;
    wire [10:0] nxt_state;
    always @(posedge clk or negedge rst_n)
        if (!rst_n)
            state <= 0;
        else
            if (i_load)
                state <= i_seed;
            else if (i_ser_in_valid)
                state <= {i_ser_in, state[10:1]};
            else
                for (idx = 0; idx < 11; idx = idx+1)
                    state[idx] <= (~(|state)) ? 1 : nxt_state[idx];
    genvar  i;
    generate
        for (i = 1; i <= 11; i = i+1) begin : casr_blk
            wire left  = (i > 1)  ? state[11-i+1] : 0;
            wire right = (i < 11) ? state[11-i-1] : 0;
            assign nxt_state[11-i] = (i == 1) ? left ^ right ^ state[11-1] : left ^ right;
        end
    endgenerate
    assign o_ser_out_valid = i_ser_in_valid;
    assign o_ser_out = state[0];
    assign o_r0 = state[9];
    assign o_r1 = state[3];
    assign o_r2 = state[1];
endmodule
--- flow/run.sh ---
#!/bin/bash
# OpenROAD 26Q1-2900-gdf79404cd8, Yosys 0.63+post, stock flow scripts
make -C /OpenROAD-flow-scripts/flow DESIGN_CONFIG=/design/flow/config.mk WORK_HOME=/design/flow/orfs finish
--- flow/constraint.sdc ---
current_design casr

set clk_period 1.5
set clk_io_pct 0.2

create_clock -name clk0 -period $clk_period [get_ports {clk}]

set non_clock_inputs [all_inputs -no_clocks]
set_input_delay [expr $clk_period * $clk_io_pct] -clock clk0 $non_clock_inputs
set_output_delay [expr $clk_period * $clk_io_pct] -clock clk0 [all_outputs]
==> out/summary.txt <==
Worst Hold Slack -> 0.399 ns
Final WS setup -> 0.0465 ns
Largest net degree at the start of global routing -> 13
CTS sink count -> 11
Routability congestion estimate from global placement -> 0.811
CP top delay family -> buffers and inverters
Most numerous logic cell after layout -> clkdlybuf4s50_1
Synthesis-to-finish area growth -> 48.3%
Post-route setup TNS -> 0 ns
CTS clk-pin slew, worst paths -> 0.05 ns
Root buf cell -> clkbuf_8
CP Depth -> 1
Post-CTS Setup Bufs -> 0
Worst reg2reg path startpoint -> state[3]
Setup skew after layout -> 0.000823 ns
GRT Residual Overflow -> 0
Vias -> 536
Crit Reg-Reg Endpoint -> state[7]
Total CTS buffers -> 3
Number of enable flip-flop cells -> 0
Final Cell Area -> 1010 um2
Post-route ant nets -> 0
Ao+oa area frac -> 0.142
Share of cells above drive strength 1 -> 0.180
Final antenna diode count -> 0
GRT Overall Usage -> 0.0519
Chip Area, Yosys -> 678 um2
Iteration-0 DRC Markers -> 36
Core area -> 3630 um2
Post-place setup slack -> -0.181 ns
Synth cell types -> 17
Clock H-tree levels -> 1
Leakage -> 0.377 nW
Global-route wire length before repair -> 2.70 mm
Worst slew margin -> 0.674
Synth flops -> 11
Adder-Cell Fraction of Synth Area -> 0
Worst-path cell chain -> clkdlybuf4s50_1
Number of cells in Yosys stat -> 63
DPL Wire Length -> 1.31 mm
DRC -> 0
Endpoints failing setup -> 0
M2 GR Usage -> 0.0812
Main flop type after synthesis -> dfrtp_1
Met3 Usage GRT -> 0.0290
Max FFs per register -> 11
Basic Gates by Area -> 0.262
Drt wl/cell -> 11.8 um
Boundary Pins -> 21
Die area -> 6560 um2
CP Max Fanout -> 4
Worst Max-Slew Pin Slew -> 0.488 ns
Mux cell area share -> 0.0148
PwrDens -> 908 nW/um2
Final wirelength -> 1.61 mm
Insertion delay to the later sink of the worst-skew pair -> 0.23 ns
Placed cell count -> 133
Worst min path class -> in2async
Synth Cell Area -> 678 um2
Fin crit share -> 0.969
Mapped Cells -> 63
Pre-antenna DRT Iters -> 2
DP Area -> 960 um2
Synthesized area per cell -> 10.8 um2
Number of global-route vias before repair -> 569
Top flop regs -> state (11)
Worst path arrival time -> 1.15 ns
Top logic family -> simple AND/OR/NAND/NOR gates
Final Hold Viols -> 0
Die Ht -> 81 um
Top Layout Cells -> clkdlybuf4s50_1 (19), nand2b_1 (17), xnor2_1 (9), o31a_1 (9), dfrtp_1 (9)
Final Power -> 913 uW
DIE WIDTH -> 81 um
Maximum vdd drop -> 416 uV
Status -> finished clean
Largest Register -> state
Via/cell ratio -> 3.91
Ys Warns -> 1
Non-filler cells, final -> 137
CTS tree -> done
Gr busiest metal -> met2
XORs/XNORs by Area -> 0.129
Max-Cap Viols -> 0
R2R cell count -> 4
Slowest-stage cell, CP -> clkdlybuf4s50_1
Max-slew violation count -> 0
Port Buf Inserts -> 20
Crit path largest cell delay -> 0.50 ns
Initial antenna violation count -> 0
Post-synth ARST share -> 1.00
CP Launch Type -> flop
Met1 usage -> 0.0652
WP data required -> 1.20 ns
Post-route core utilization -> 0.277
Reg2Reg Setup Slack -> 0.19 ns
CP Buf/Inv Count -> 1
Rows -> 22
Count of tool warnings -> 25
Clk buf depth -> 2
Period minus WS final -> 1.45 ns
CP Capture Type -> output port
RSZ-0062 raised after global routing -> no
Kind of critical path -> reg2out
Post-synth seq share -> 0.406
Initial core utilization -> 0.187
Fmax -> 0.688 GHz
-- area by class of cell --
type,count,area (um2)
fillers,381,2630
multi-input cells,47,372
flip-flops and latches,11,278
repair buffers,27,251
well taps,48,60.1
clock buffers,4,45.0
-- power breakdown --
part	switching [mW]	internal, mW	total (mW)	leakage [nW]
Combinational	0.0710	0.156	0.227	0.232
Sequential	0.0535	0.342	0.396	0.123
Clock	0.104	0.186	0.290	0.0228
-- cell families after synthesis --
logic type	count (synthesis)
AND/OR/NAND/NOR	25
AND-OR/OR-AND	11
flip-flops	11
XOR/XNOR	10
buffers and inverters	5
multiplexers	1
-- worst max path at each step --
stage,end,from,slack [ns]
after CTS,o_r0,state[9],0.01
after global routing,o_r2,state[1],0.001
final,o_r2,state[1],0.05
-- per-layer routing --
metal | up-vias | share of wire
met2 | 11 | 0.49
met4 | 0 | 0
met3 | 0 | 0.085
met1 | 255 | 0.43
li1 | 270 | -
met5 | - | 0
-- cell usage after synthesis, types with 2 or more instances --
cell / number / share of area
nand2b_1: 17 / 0.16
dfrtp_1: 11 / 0.41
or2b_1: 2 / 0.022
o31a_1: 9 / 0.12
clkbuf_1: 2 / 0.011
xnor2_1: 9 / 0.12
nor4_2: 3 / 0.055
-- what timing repair did --
| action | 4_1_cts | 5_1_grt |
|---|---|---|
| cloned | 0 | 0 |
| setup endpoints to repair | 1 | 2 |
| gates resized | 1 | 2 |
| hold buffers | 0 | 0 |
No activity file was given, so power comes from the tool's default toggle rates.
