==> flow/design.v <==
`default_nettype none
module msk_nlfsr (
    input  wire        clk,
    input  wire        rst_n,
    input  wire [55:0] i_wdata1,
    input  wire [55:0] i_wdata2,
    input  wire        i_load,
    input  wire        i_halt,
    input  wire        i_ser_in_valid,
    input  wire        i_ser_in,
    input  wire        i_r1,
    input  wire        i_r2,
    input  wire        i_rxor,
    output wire [55:0] o_rdata1,
    output wire [55:0] o_rdata2,
    output wire [55:0] o_rdata_xor);
    reg [28:0]  sh1_s29;
    reg [26:0]  sh1_s27;
    reg [28:0]  sh2_s29;
    reg [26:0]  sh2_s27;
    wire sh1_p27 = sh1_s27[0];
    wire sh1_p29 = sh1_s29[0];
    wire sh2_p27 = sh2_s27[0];
    wire sh2_p29 = sh2_s29[0];
    wire sh1_fb29 = (
        (
            (sh1_s29[28] & sh1_s29[20]) ^
            (sh1_s29[28] | (~sh2_s29[20]))
        ) ^
        sh1_s29[27] ^
        sh1_s29[23] ^
        sh1_s29[22] ^
        sh1_s29[19] ^
        sh1_s29[16] ^
        sh1_s29[12] ^
        sh1_s29[11] ^
        sh1_s29[6] ^
        sh1_s29[5] ^
        sh1_s29[3] ^
        sh1_s29[0]
    ) ^ sh1_p27 ^ i_r1;
    wire sh1_fb27 = (
        (
            (sh1_s27[10] & sh1_s27[6]) ^
            (sh1_s27[10] | (~sh2_s27[6]))
        ) ^
        sh1_s27[21] ^
        sh1_s27[19] ^
        sh1_s27[17] ^
        sh1_s27[14] ^
        sh1_s27[11] ^
        sh1_s27[10] ^
        sh1_s27[8] ^
        sh1_s27[4] ^
        sh1_s27[2] ^
        sh1_s27[1] ^
        sh1_s27[0]
    ) ^ sh1_p29 ^ i_r2;
    wire sh2_fb29 = (
        (
            (sh2_s29[28] | (~sh2_s29[20])) ^
            (sh2_s29[28] & sh1_s29[20])
        ) ^
        sh2_s29[27] ^
        sh2_s29[23] ^
        sh2_s29[22] ^
        sh2_s29[19] ^
        sh2_s29[16] ^
        sh2_s29[12] ^
        sh2_s29[11] ^
        sh2_s29[6] ^
        sh2_s29[5] ^
        sh2_s29[3] ^
        sh2_s29[0]
    ) ^ sh2_p27 ^ i_r1;
    wire sh2_fb27 = (
        (
            (sh2_s27[10] | (~sh2_s27[6])) ^
            (sh2_s27[10] & sh1_s27[6])
        ) ^
        sh2_s27[21] ^
        sh2_s27[19] ^
        sh2_s27[17] ^
        sh2_s27[14] ^
        sh2_s27[11] ^
        sh2_s27[10] ^
        sh2_s27[8] ^
        sh2_s27[4] ^
        sh2_s27[2] ^
        sh2_s27[1] ^
        sh2_s27[0]
    ) ^ sh2_p29 ^ i_r2;
    always @(posedge clk or negedge rst_n)
        if (!rst_n) begin
            sh1_s29 <= 0;
            sh1_s27 <= 0;
            sh2_s29 <= 0;
            sh2_s27 <= 0;
        end
        else begin
            if (i_load) begin
                { sh1_s29, sh1_s27 } <= i_wdata1;
                { sh2_s29, sh2_s27 } <= i_wdata2;
            end
            else if (i_ser_in_valid) begin
                { sh1_s29, sh1_s27 } <= {i_ser_in, sh1_s29, sh1_s27[26:1]};
                { sh2_s29, sh2_s27 } <= {i_ser_in, sh2_s29, sh2_s27[26:1]};
            end
            else if (!i_halt) begin
                sh1_s29 <= {sh1_fb29, sh1_s29[28:1]};
                sh1_s27 <= {sh1_fb27, sh1_s27[26:1]};
                sh2_s29 <= {sh2_fb29, sh2_s29[28:1]};
                sh2_s27 <= {sh2_fb27, sh2_s27[26:1]};
            end
        end
    wire [55:0] sh1 = {sh1_s29, sh1_s27};
    wire [55:0] sh2 = {sh2_s29, sh2_s27};
    assign o_rdata1    = sh1;
    assign o_rdata2    = sh2;
    assign o_rdata_xor = sh1 ^ (i_rxor ? sh2 : 56'b0);
endmodule
==> flow/run.sh <==
#!/bin/bash
# OpenROAD 26Q1-2900-gdf79404cd8, Yosys 0.63+post, stock flow scripts
make -C /OpenROAD-flow-scripts/flow DESIGN_CONFIG=/design/flow/config.mk WORK_HOME=/design/flow/orfs finish
==> flow/config.mk <==
export PLATFORM = sky130hd
export DESIGN_NAME = msk_nlfsr
export DESIGN_NICKNAME = msk_nlfsr
export VERILOG_FILES = /design/flow/design.v
export SDC_FILE = /design/flow/constraint.sdc
export NUM_CORES = 4
export LEC_CHECK = 1
export CORE_AREA = 10 10 197 197
export DIE_AREA = 0 0 207 207
==> flow/constraint.sdc <==
current_design msk_nlfsr

set clk_period 3.3
set clk_io_pct 0.2

create_clock -name clk0 -period $clk_period [get_ports {clk}]

set non_clock_inputs [all_inputs -no_clocks]
set_input_delay [expr $clk_period * $clk_io_pct] -clock clk0 $non_clock_inputs
set_output_delay [expr $clk_period * $clk_io_pct] -clock clk0 [all_outputs]
==> results_dict.tcl <==
# place-and-route summary
set metrics [dict create \
    status "complete, no violations" \
    combinationalPowerShare_pct 33.9 \
    timing.hold.worst.class "input pin to asynchronous set/reset pin" \
    fmaxAchievable_ghz 0.395 \
    clkSlewWorstSetupHoldPaths_ns 0.08 \
    crit_chain "buf_2 -> buf_12 -> nand2_1 -> xnor2_1 -> clkdlybuf4s50_1" \
    clock_path_buffers 2 \
    finalNonFillerCells 1387 \
    final_ant_viol_nets 0 \
    slew_violations 0 \
    timing_hold_violations_final 0 \
    tightestPinTransition_ns 0.663 \
    worstSetupStartpointType "input pin" \
    skew_ns 0.00803 \
    wire_per_inst_microns 18.5 \
    post_cts_resize_count 0 \
    dieArea_sq_um 42800 \
    power_dissipated_by_switching_net_loads_mw 1.27 \
    place.detailed.instances 1370 \
    cts_hold_repair.buffers 0 \
    root_buf_cell "sky130_fd_sc_hd__clkbuf_16" \
    h-tree-depth 3 \
    drive_gt1_share_pct 3.01 \
    grt_antenna_before_repair 4 \
    yosysWarningCount 1 \
    finalCriticalPeriod_ns 2.53 \
    max_stage_delay_cell_worst_path "sky130_fd_sc_hd__clkdlybuf4s50_1" \
    timing.max_slew.rel_slack_pct 55.8 \
    ys_ff 112 \
    flop_area_sq_um 2800 \
    grt_max_degree 98 \
    cap_violations 0 \
    first_pass_iters 4 \
    syn_area_per_cell_sq_um 9.64 \
    postSynthSeqShare_pct 43.5 \
    tritoncts_buffers 9 \
    worst-path-max-fanout 56 \
    via_count_of_the_first_global_routing_pass 5829 \
    cts_setup_buffers 0 \
    count_of_boundary_i_o_pins 289 \
    layout-area-overhead-vs-synth_pct 56.3 \
    layout_worst_path_cycle_share_pct 76.6 \
    gr-total-overflow 0 \
    yosys-stat-cells 668 \
    setup_tns_ns 0 \
    synth_cells 668 \
    numClockSinks 112 \
    vias_per_cell 4.10 \
    timing.critical_path.to_type "output pin" \
    power.internal_mw 3.09 \
    place_congestion 0.832 \
    drt_drc_violations_left 0 \
    num_rows 68 \
    peakVddDrop_uv 214 \
    timing.critical_path.required_ns 2.64 \
    warnings 25 \
    die_y_microns 207 \
    tally_of_unique_sky130hd_cells_used_after_synthesis 19 \
    timing.critical_path.arrival_ns 1.87 \
    p_sw_share_pct 29.1 \
    initial_core_util_pct 18.6 \
    drt_iter0_markers 165 \
    grt_setup_unrepaired "no" \
    gr-usage-all-layers_pct 11.8 \
    p_per_area_nw_per_um2 433 \
    power_leakage_nw 3.99 \
    detailroute.via_count 5690 \
    placeableCoreArea_sq_um 34500 \
    mi_logic_area_sq_um 3410 \
    clock_insertion_delay_worst_skew_ns 0.35 \
    place.port_buffers 288 \
    timing.final.setup_violations 0 \
    synth.yosys.chip_area_sq_um 6440 \
    pwr-share-clk_pct 24.9 \
    route.final.wire_length_mm 25.7 \
    die_w_microns 207 \
    mappedNetlistArea_sq_um 6440 \
    sequentialPowerShare_pct 41.2 \
    max_stage_delay_ns 0.50 \
    grt_first_pass_wirelength_mm 39.3 \
    timing.setup.critical_path_class "input pin to output pin" \
    fillCellCount 3614 \
    post-dp-hpwl_mm 19.4 \
    clock_tree_from_tritoncts "built" \
]
==> synth_stat cells (all sizes together) <==
master | number | area share (%)
nor2 | 4 | 0.23
a21oi | 3 | 0.23
nand2 | 170 | 9.9
o21ai | 112 | 8.7
nor2b | 1 | 0.097
xnor3 | 10 | 3.5
o221ai | 2 | 0.27
or2 | 1 | 0.097
nand2b | 1 | 0.097
buf | 19 | 1.8
dfrtp | 112 | 44
mux2i | 114 | 18
nor3 | 2 | 0.16
xnor2 | 86 | 12
inv | 1 | 0.058
clkbuf | 30 | 1.8
==> power by group through the flow <==
stage | Combinational [mW] | Clock (mW) | Sequential (mW)
CTS | 1.52 | 1.15 | 1.81
finish | 1.47 | 1.09 | 1.79
global route | 1.63 | 1.20 | 1.83
==> kinds of logic (layout without fill, tap and decap cells) <==
group	count (synthesis)	count (layout)	synth area share, %
other cells	0	1	0
simple gates	179	179	10.6
buf+inv	50	313	3.65
xor+xnor	96	96	15.3
flops	112	112	43.5
compound gates	117	117	9.21
mux	114	114	17.7
==> placed cells by master (no fill, tap or decap) <==
cell type and count:
sky130_fd_sc_hd__nand2b_1 1, sky130_fd_sc_hd__clkinvlp_4 1, sky130_fd_sc_hd__mux2i_1 114, sky130_fd_sc_hd__diode_2 1, sky130_fd_sc_hd__nor3_1 2, sky130_fd_sc_hd__or2_2 1
sky130_fd_sc_hd__o221ai_1 2, sky130_fd_sc_hd__buf_4 3, sky130_fd_sc_hd__o21ai_0 112, sky130_fd_sc_hd__buf_12 5, sky130_fd_sc_hd__clkinv_2 1, sky130_fd_sc_hd__xnor3_1 10
sky130_fd_sc_hd__clkdlybuf4s50_1 285, sky130_fd_sc_hd__clkbuf_16 9, sky130_fd_sc_hd__clkinv_4 2, sky130_fd_sc_hd__a21oi_1 3, sky130_fd_sc_hd__dfrtp_1 112, sky130_fd_sc_hd__buf_6 2
sky130_fd_sc_hd__clkbuf_1 2, sky130_fd_sc_hd__nor2_1 4, sky130_fd_sc_hd__xnor2_2 1, sky130_fd_sc_hd__nand2_1 170, sky130_fd_sc_hd__xnor2_1 85, sky130_fd_sc_hd__inv_1 1
sky130_fd_sc_hd__clkbuf_8 1, sky130_fd_sc_hd__buf_2 1, sky130_fd_sc_hd__nor2b_4 1
==> through the flow <==
stage | area [sq um] | worst slack (ns) | total power [mW] | hold WS [ns] | utilization, %
floorplan | 6440 | 1.24 | 2.36 | 0.364 | -
global placement | 9790 | 0.796 | 3.34 | 0.609 | 28.3
global route | 10100 | 0.675 | 4.66 | 0.313 | 29.1
detailed placement | 9790 | 0.795 | 3.34 | 0.622 | 28.3
CTS | 10100 | 0.776 | 4.48 | 0.304 | 29.1
finish | 10100 | 0.771 | 4.36 | 0.289 | 29.1
==> critical path: cells and delay by family <==
kind / cells / cell delay [ns]
AND/OR/NAND/NOR: 1 / 0.11
buffers and inverters: 3 / 0.85
XOR/XNOR: 1 / 0.17
==> state kept, by name, summed over array words and instances (netlist names) <==
register	count
sh2_s29	29
sh1_s27	27
sh2_s27	27
sh1_s29	29
==> worst paths after layout <==
kind	to	from	cells after the start	slack, ns
worst max-delay path	o_rdata_xor[40]	i_rxor	5	0.77
worst min-delay path	sh1_s27[16]$_DFFE_PN0P_	rst_n	1	0.29
worst max register to register	sh1_s27[26]$_DFFE_PN0P_	sh1_s27[19]$_DFFE_PN0P_	5	1.42
worst min register to register	sh2_s27[17]$_DFFE_PN0P_	sh2_s27[18]$_DFFE_PN0P_	2	0.63
max in group asynchronous	sh2_s29[27]$_DFFE_PN0P_	rst_n	2	2.24
min in group clk0	sh2_s27[17]$_DFFE_PN0P_	sh2_s27[18]$_DFFE_PN0P_	2	0.63
==> routing by layer <==
layer / up-vias / global-route usage, % / share of wire [%] / wire, microns
li1: 2748 / - / - / -
met5: - / 0 / 0.16 / 41
met2: 206 / 18.5 / 45 / 11600
met3: 14 / 4.77 / 9.3 / 2390
met4: 6 / 0.602 / 0.53 / 135
met1: 2716 / 15.8 / 45 / 11500
==> cell type report <==
cell class | instances | share of cell area (%)
multi-input combinational | 506 | 33.9
timing repair buffer | 296 | 29.8
sequential | 112 | 27.8
tap | 455 | 5.65
clock buffer | 12 | 2.45
clock inverter | 4 | 0.298
inverter | 1 | 0.0373
antenna | 1 | 0.0249
No activity file was given, so power comes from the tool's default toggle rates.
